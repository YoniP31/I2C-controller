[run.sh]
#!/bin/bash
# OpenROAD 26Q1-2900-gdf79404cd8, Yosys 0.63+post, stock flow scripts
make -C /OpenROAD-flow-scripts/flow DESIGN_CONFIG=/design/flow/config.mk WORK_HOME=/design/flow/orfs finish
[config.mk]
export PLATFORM = sky130hd
export DESIGN_NAME = slave
export DESIGN_NICKNAME = slave
export VERILOG_FILES = /design/flow/design.v
export SDC_FILE = /design/flow/constraint.sdc
export NUM_CORES = 4
export LEC_CHECK = 1
export CORE_UTILIZATION = 30
[constraint.sdc]
current_design slave

set clk_period 9.7
set clk_io_pct 0.2

create_clock -name clk0 -period $clk_period [get_ports {i_sclk}]

set non_clock_inputs [all_inputs -no_clocks]
set_input_delay [expr $clk_period * $clk_io_pct] -clock clk0 $non_clock_inputs
set_output_delay [expr $clk_period * $clk_io_pct] -clock clk0 [all_outputs]
[design.v]
module slave(
    input i_sclk,
    input i_sdata,
    input [7:0] i_data_out,
    output reg o_sdata
);
parameter ADDRESS = 'd89;
parameter s_idle = 'b00;
parameter s_address_frame = 'b01;
parameter s_send_data = 'b10;
parameter s_read_data = 'b11;
integer j = 4'd0;
logic [1:0] state;
logic [6:0] address_in;
logic [7:0] data_in;
logic address_r_w;
always @(posedge i_sclk) begin
    case(state)
    s_idle: begin
        o_sdata <= 1'd1;
        if(i_sdata == 0) begin
            state <= s_address_frame;
        end
    end
    s_address_frame: begin
        if(j < 7) begin
            address_in[6-j] <= i_sdata;
            j <= j + 1;
        end
        else if(j == 7) begin
            address_r_w <= i_sdata;
            j <= j + 1;
        end
        else begin
            if((address_r_w == 1) & (address_in == ADDRESS)) begin
                o_sdata <= 'b0;
                j <= 'b0;
                state <= s_send_data;
            end
            else if((address_r_w == 0) & (address_in == ADDRESS)) begin
                o_sdata <= 'b0;
                j <= 'b0;
                state <= s_read_data;
            end
            else begin
                j <= 'b0;
                state <= s_idle;
            end
        end
    end
    s_send_data: begin
        if(j < 8) begin
            o_sdata <= i_data_out[7-j];
            j <= j + 1;
        end
        else begin
            o_sdata <= 1'b1;
            state <= s_idle;
        end
    end
    s_read_data: begin
        if(j < 8) begin
            data_in[7-j] <= i_sdata;
            j <= j + 1;
        end
        else begin
            o_sdata <= 1'b0;
            state <= s_idle;
        end
    end
    default: begin
        state <= s_idle;
    end
    endcase
end
endmodule
==> impl_metrics.py <==
# Physical implementation metrics
metrics = {
    "timing": {
        "slew_violations": 0,
        "setup_viol": 0,
        "fin_worst_skew_ps": 8.98,
        "period_used_pct": 56.6,
        "timing.fmax_mhz": 182,
        "worstMarginPinSlew_ps": 945,
        "hold_violations": 0,
        "whs_ps": 493,
        "period_minus_slack_ps": 5490,
        "max-slew-margin-rel_pct": 36.4,
        "rsz0062_at_grt": "no",
        "setup_tns_ps": 0,
    },
    "placement": {
        "io_buffers": 10,
        "dpl.hpwl_mm": 9.55,
        "dpl.cell_count": 759,
        "place_congestion": 0.941,
    },
    "synthesis": {
        "area_leaders": "edfxtp_1 26%, xnor2_1 7.1%, nor2_1 6.2%",
        "synth_cell_type_count": 78,
        "ys_top_cells_by_count": "77 x nor2_1, 42 x nand2_1, 41 x edfxtp_1, 38 x xnor2_1, 30 x nand3_1",
        "top_cell": "nor2_1",
        "ff_type": "edfxtp_1",
        "synth-edff-count": 41,
        "async_flop_share_pct": 0,
        "yosys-stat-cells": 568,
        "synth_warnings": 1,
        "top_area_cell": "edfxtp_1",
        "synthCells": 568,
        "synth.top_cell.area_share_pct": 26.2,
        "ys_area_sq_um": 4700,
        "syn_area_sq_um": 4700,
        "postSynthAreaPerCell_sq_um": 8.27,
        "yosys.stat.seqShare_pct": 27.9,
        "synth_flops": 45,
    },
    "floorplanning": {
        "core_area_sq_um": 15300,
        "die_x_um": 127,
        "fp_util_pct": 30.8,
        "die_area_sq_um": 16200,
        "fp.dieH_um": 127,
        "pin_count": 11,
        "num_rows": 45,
    },
    "drt": {
        "ant_nets": 0,
        "routed_via_density": 5.57,
        "wl_mm": 12.4,
        "drcViolationCount": 0,
        "diodes": 0,
        "num_vias": 4273,
        "routedWlPerCell_um": 16.2,
        "first_iter_violations": 290,
        "drt-pass1-iter-count": 6,
    },
    "critical_path": {
        "required_ps": 9750,
        "arrival_ps": 5550,
        "crit_start": "j[0]",
        "worstSetupPathType": "register to register",
        "start_kind": "register",
        "crit_path_max_fanout": 18,
        "worstSetupEndpointType": "register",
        "r2r-start": "j[0]",
    },
    "clock_network": {
        "cts_sinks": 45,
        "htree_levels": 2,
        "clk_pin_slew_ps": 70,
        "cts_root_buffer": "clkbuf_16",
        "cts_buffer_depth": 2,
        "clk_latency_ps": 300,
        "cts_buffers": 5,
        "cts_setup_buffers": 0,
        "cts_resized": 0,
        "ctsHoldBuffers": 0,
        "cts_tree": "done",
    },
    "finish": {
        "combGateArea_sq_um": 3180,
        "n_fill_cell": 1554,
        "final-instance-count-excl-fill": 767,
        "drive_gt1_share_pct": 8.09,
        "seq_area_sq_um": 1310,
        "area_growth_pct": 8.68,
    },
    "hold_path": {
        "hp-start": "state[0]",
        "hold_path.class": "register to register",
    },
    "power_and_ir_drop": {
        "p_per_area_nw_per_um2": 216,
        "p_leak_nw": 1.47,
        "ir_drop_mv": 0.181,
    },
    "global_route": {
        "grt_start_max_net_pins": 33,
        "overflow": 0,
        "antenna_found_initial": 0,
        "grt_pass1_wl_mm": 20.9,
        "track_usage_pct": 16.5,
        "grt_pass1_vias": 4058,
    },
    "flow_run": {
        "drv_cap": 0,
        "warning_count": 29,
    },
    "outcome": {
        "status": "complete, no violations",
    },
}
-- state kept, by name (all words and copies together) (netlist names) --
register	cells
o_sdata	1
j	32
address_in	7
state	4
address_r_w	1
-- layout make-up --
type | instances | share of cell area (%)
multi-input cells | 473 | 62.3
clock buffers | 5 | 2.45
flip-flops and latches | 45 | 25.7
repair buffers | 17 | 2.99
clock inverters | 3 | 0.490
well taps | 211 | 5.17
inverters | 13 | 0.955
-- layer usage --
layer | wire length (um) | up-vias | global-route usage, %
met4 | 227 | 0 | 3.01
li1 | - | 2122 | -
met3 | 592 | 21 | 2.77
met5 | 0 | - | 0
met2 | 5520 | 98 | 25.7
met1 | 6090 | 2032 | 24.9
-- worst paths after layout --
| kind | to | slack, ps | cells after the start |
|---|---|---|---|
| worst max-delay path | address_in[5] | 4210 | 13 |
| worst min-delay path | state[0] | 490 | 1 |
| worst max register to register | address_in[5] | 4210 | 13 |
| worst min register to register | state[0] | 490 | 1 |
-- worst max-delay path, stage by stage, from the launching register on --
cell and delay, ps:
edfxtp_1 600, ha_1 380, a2111oi_4 520, nand3_2 380
or3_1 460, and3_1 240, nor4_1 280, buf_4 230
nand4b_1 150, or3b_1 370, a2111oi_0 520, o22ai_1 350
nor4_1 410, mux2_1 350
-- layout by cell type (no fill, tap or decap), types with 7 or more instances in the layout --
cell and instances:
nor2_1 76, nand2_1 42, edfxtp_1 41, xnor2_1 38, nand3_1 30, xor2_1 28
nor3_1 23, nor4_1 23, o21ai_0 17, nand4_1 16, a21oi_1 13, inv_1 12
or4_1 12, or3_1 10, clkdlybuf4s50_1 10, or2_2 8, a211oi_1 7, ha_1 7
buf_4 7
-- power breakdown --
| part | leakage [nW] | switching [mW] | internal [mW] | total (mW) |
|---|---|---|---|---|
| Sequential | 0.420 | 0.117 | 0.313 | 0.430 |
| Clock | 0.0704 | 0.0791 | 0.0968 | 0.176 |
| Combinational | 0.980 | 0.304 | 0.193 | 0.497 |
-- cell families (layout without fill, tap and decap cells) --
kind of cell | count (synthesis) | in the layout | share of synthesized area (%)
AND-OR/OR-AND | 104 | 104 | 17.8
adder cells (fa/ha/maj) | 7 | 7 | 1.86
AND/OR/NAND/NOR | 281 | 281 | 31.5
XOR/XNOR | 67 | 67 | 12.6
flip-flops | 45 | 45 | 27.9
multiplexers | 14 | 14 | 3.73
buffers and inverters | 50 | 38 | 4.61
-- stage by stage --
stage	setup slack [ps]	power, mW	area, sq um	utilization [%]
after global routing	3730	1.19	5110	33.5
after CTS	4210	1.11	5110	33.5
after global placement	4390	0.918	4960	32.5
after detailed placement	4220	0.927	4960	32.5
final	4210	1.10	5110	33.5
after floorplan	5160	0.803	4700	-
Power is estimated from default activity; no workload was simulated.
